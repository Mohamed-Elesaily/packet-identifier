$ cat ./config.mk
export PLATFORM = sky130hd
export DESIGN_NAME = reg_check
export DESIGN_NICKNAME = reg_check
export VERILOG_FILES = /design/flow/design.v
export SDC_FILE = /design/flow/constraint.sdc
export NUM_CORES = 4
export LEC_CHECK = 1
export CORE_AREA = 10 10 82 82
export DIE_AREA = 0 0 92 92
$ cat ./constraint.sdc
current_design reg_check

set clk_period 1.0
set clk_io_pct 0.2

create_clock -name clk0 -period $clk_period [get_ports {clk}]

set non_clock_inputs [all_inputs -no_clocks]
set_input_delay [expr $clk_period * $clk_io_pct] -clock clk0 $non_clock_inputs
set_output_delay [expr $clk_period * $clk_io_pct] -clock clk0 [all_outputs]
$ cat ./design.v
module reg_check(
    input clk,
    input rst,
    input [26:0]data_in,
    output [26:0]data_out
);
reg [26:0] data_out_reg;
always @(posedge clk,negedge rst) begin
    if(!rst)begin
    data_out_reg <= 26'd0;
    end
    else 
    data_out_reg <= data_in;
    begin
    end
end 
assign  data_out = data_out_reg;
endmodule
$ cat ./run.sh
#!/bin/bash
# OpenROAD 26Q1-2900-gdf79404cd8, Yosys 0.63+post, stock flow scripts
make -C /OpenROAD-flow-scripts/flow DESIGN_CONFIG=/design/flow/config.mk WORK_HOME=/design/flow/orfs finish
==> Slide: Implementation Results <==
Physical Implementation Snapshot

Run status
  – Status: completed

Final layout
  – Logic area: 0 µm²
  – Max FFs per register: 27
  – FILL cells: 557
  – Layout cells sized above 1: a little over a third
  – Final core occ: 24.9%
  – Mi-comb count: 0
  – Design area: approximately 0.0013 mm²
  – Post-Layout Cell Count: around 160
  – Reg area: ~680 µm²
  – Syn-to-layout area delta: 87.0%

Clock tree
  – Clock Pin Slew Worst Setup and Hold Paths: around 0.090 ns
  – Clock Sinks: 27
  – Clock root cell: clkbuf_8
  – Inserted Clock Buffers: 3
  – CTS tree: yes
  – CTS Buffer Depth: 2
  – # H-tree levels: 1
  – Post CTS Setup Buffer Count: 0

Detailed routing
  – DR vias/cell: roughly 2.8
  – DRC violations left: 0
  – First drt pass iteration count: 2
  – Iteration-0 DRC Markers: 6
  – DRT Wirelength: about 2100 µm
  – Vias: ~440
  – DRT antenna net count: 0
  – # diodes: 0
  – Avg WL per Cell: 13.1 µm

Synth
  – Synthesis area per yosys: between 600 and 700 µm²
  – Yosys warning count: 1
  – Largest cells by area: dfrtp_1 100%
  – Area share, top type: roughly 100%
  – Syn Area/Cell: roughly 25 µm²
  – Synthesized area: slightly below 700 µm²
  – Number of synthesized register bits: 27
  – Seq share, synth: 100%
  – Syn Inst Count: 27
  – Area leader, netlist: dfrtp_1
  – Post-synth cell types: 1
  – Ys cells: 27

GRT
  – Grt ovf: 0
  – Gr usage total: under 10%
  – Busiest layer in global routing: met2
  – Initial antenna violation count: 0
  – Pin count of the biggest net entering global routing: 16
  – First-pass GRT wire length: 3330 µm
  – Met3 usage: between 2 and 3%
  – Grt met2 use: around 8%
  – Met1 global-route usage: 5.63%
  – Vias in the first global route: roughly 550

Worst setup path
  – CP Max Fanout: 1
  – Slowest stage delay, CP: 0.37 ns
  – Top Family by Delay on Critical Path: flip-flops
  – Slowest CP cell: dfrtp_1
  – Crit end category: primary output
  – Worst-path cell chain: buf_2
  – CP required: 0.80 ns
  – CP Launch Type: flop
  – Bufs and invs on worst path: 1
  – Classification of the worst setup path: reg -> out
  – WP data arrival: about 0.76 ns

Final timing
  – Final worst-path cycle share: ~96%
  – Max-slew violations: 0
  – Max Freq: between 1 and 1.5 GHz
  – Hold_ws: about 0.34 ns
  – Worst Tran Pin Value: between 0.2 and 0.25 ns
  – Final worst path period need: between 0.9 and 1 ns
  – RSZ-0062 raised after global routing: yes
  – Count of final setup violators: 0
  – Fin worst setup slack: between 0.04 and 0.05 ns
  – Slew margin rel.: between 80% and 90%
  – Hold Fails Final Rpt: 0

Floorplanning
  – Die Height: approximately 92 µm
  – # IOs: around 56
  – FP Core Util: about an eighth
  – # rows: 26
  – Core area: 0.00507 mm²
  – Die area: 0.00846 mm²
  – Die x size: approximately 92 µm

Power and ir drop
  – Clock Power Share: between 30% and 40%
  – Cell internal pwr: around 1600 µW
  – Combinational share of power: 9.8%
  – Sw Pwr: between 300 and 400 µW
  – Leakage Power: ~0.00057 µW
  – Sw Ratio: between 10% and 20%
  – Cell Pwr Density: 1560 mW/mm²
  – Max IR drop VDD: about 0.51 mV
  – Reg power frac: between 50 and 60%

Job
  – Tool warnings: 26
  – Max-cap check violation count: 0

Place
  – DP Cell Count: roughly 150
  – Placed Area: 0.00135 mm²
  – GP Congestion: ~0.67
  – Pre-CTS WS: 0.0000441 ns
  – PortBufs: about 55
  – Detailed Place HPWL: around 1700 µm

Worst hold path
  – Hold WC Path Type: in -> async
-- stage by stage --
step / total power, µW / TNS [ns]
4_1_cts: 2020 / 0
3_5_place_dp: 1440 / 0
5_1_grt: 2090 / -0.0173
3_3_place_gp: 1430 / 0
6_report: 1970 / 0
2_1_floorplan: 1170 / 0
-- synth_stat cells --
cell	instances
dfrtp_1	27
-- worst paths after layout --
path                             startpoint          endpoint  slack (ns)  depth (start not counted)
min in group clk0                data_in[0]   data_out_reg[0]        0.36                          1
min                                     rst   data_out_reg[0]        0.34                          2
max in group asynchronous               rst  data_out_reg[19]        0.54                          2
max                        data_out_reg[25]      data_out[25]        0.04                          1
-- cells in the final DEF (no fill, tap or decap) --
cell,instances
dfrtp_1,27
buf_2,27
clkbuf_8,3
buf_12,2
clkdlybuf4s50_1,28
clkbuf_1,1
-- area by class of cell --
type                  count  share of cell area (%)
Sequential cell          27                    53.5
Timing Repair Buffer     57                    36.0
Tap cell                 70                    6.93
Clock buffer              4                    3.56
-- kinds of logic (layout without fill, tap and decap cells) --
family / count (synthesis) / count (layout) / share of synthesized area [%]
buffers and inverters: 0 / 61 / 0
flip-flops: 27 / 27 / 100
-- power by group through the flow --
| stage | logic, µW | clock network (µW) | registers (µW) |
|---|---|---|---|
| finish | 192 | 617 | 1160 |
| global route | 214 | 714 | 1160 |
| CTS | 202 | 657 | 1160 |
-- per-layer routing --
layer / routed length [µm] / share of wire [%]
met5: 0 / 0
met4: 40 / 1.9
met3: 262 / 13
met2: 1010 / 49
met1: 761 / 37
-- what timing repair did --
action | CTS | global route
endpoints found under the setup margin | 27 | 2
gates resized | 86 | 0
gates cloned | 0 | 0
hold buffers | 0 | 0
No activity file was given, so power comes from the tool's default toggle rates.
